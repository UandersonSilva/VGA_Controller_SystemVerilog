==> ./config.mk <==
export PLATFORM = sky130hd
export DESIGN_NAME = tri_port_memory
export DESIGN_NICKNAME = tri_port_memory
export VERILOG_FILES = /design/flow/design.v
export SDC_FILE = /design/flow/constraint.sdc
export NUM_CORES = 4
export LEC_CHECK = 1
export CORE_UTILIZATION = 50
==> ./constraint.sdc <==
current_design tri_port_memory

set clk_period 5.1
set clk_io_pct 0.2

create_clock -name clk0 -period $clk_period [get_ports {read_clock_in}]
create_clock -name clk1 -period $clk_period [get_ports {write_clock_in}]

set non_clock_inputs [all_inputs -no_clocks]
set_input_delay [expr $clk_period * $clk_io_pct] -clock clk0 $non_clock_inputs
set_output_delay [expr $clk_period * $clk_io_pct] -clock clk0 [all_outputs]
==> ./design.v <==
module tri_port_memory#(
        DATA_WIDTH = 16,
        ADDRESS_WIDTH = 5
    )
    (
        input memory_wr_in, write_clock_in, read_clock_in,
        input logic [ADDRESS_WIDTH - 1:0] address_0_in, address_1_in, write_address_in,
        input logic [DATA_WIDTH - 1:0] data_in,
        output logic [DATA_WIDTH - 1:0] data_0_out, data_1_out
    );
    logic [DATA_WIDTH - 1:0] memory [2**ADDRESS_WIDTH - 1:0];
    always_ff @(posedge write_clock_in) 
    begin
        if(memory_wr_in)
            memory[write_address_in] <= data_in;
    end
	always_ff @(posedge read_clock_in) 
    begin
        data_0_out <= memory[address_0_in];
		data_1_out <= memory[address_1_in];
    end	 
endmodule
==> ./run.sh <==
#!/bin/bash
# OpenROAD 26Q1-2900-gdf79404cd8, Yosys 0.63+post, stock flow scripts
make -C /OpenROAD-flow-scripts/flow DESIGN_CONFIG=/design/flow/config.mk WORK_HOME=/design/flow/orfs finish
==> qor.csv <==
stage,metric,value,unit
power,ir_worst_vdd,229,uV
setup_path,r2r_setup_slack,3060,ps
synthesis,syn_area_per_cell,14.7,um2
grt,grt_pass1_vias,16500,
floorplanning,dieArea,51800,um2
placement,place_hpwl,43400,um
synthesis,top_area_frac,0.604,
synthesis,yosysUniqueCellTypes,27,
floorplanning,fp-row-count,82,
setup_path,slowest_delay,700,ps
sta,setup_slack,1710,ps
worst_hold_path,min-delay-start,memory[16][0]$_DFFE_PP_,
setup_path,worst-path-max-fanout,39,
power,sw_frac_of_total,0.237,
routing,drt_first_pass_iters,8,
routing,ant_nets,0,
cts,cts_resized,0,
synthesis,topCellsByArea,"edfxtp_1, mux2i_1, a22oi_1, dfxtp_1, a22o_1",
sta,worst_slew_pin_slew,821,ps
placement,routabilityCongestion,0.883,
routing,drt-total-wl,74700,um
routing,vias,15800,
synthesis,yosysWarningCount,1,
power,p_leak,10.5,nW
setup_path,required,5260,ps
job,warning_count,26,
run_status,status,"complete, no violations",
setup_path,reg2reg_to,data_1_out[2]$_DFF_P_,
routing,initialDrtViolationCount,1075,
setup_path,worst-endpoint-arrival,3550,ps
grt,grt_max_degree,89,
setup_path,worst-setup-path-type,in -> reg,
cts,cts_setup_buffers,0,
placement,place_ws,1420,ps
grt,grt.total_usage,0.324,
routing,antenna_cells,0,
cts,cts_sinks,544,
grt,antenna_found_initial,1,
power,switchingPower,0.00234,W
setup_path,r2r_cells,5,
power,p_comb_frac,0.090,
placement,portBuffers,64,
power,p_clk_frac,0.402,
sta,finalSetupViolations,0,
cts,holdBufCountCts,0,
sta,finalSetupTns,0,ps
synthesis,synth_seq_share,0.630,
setup_path,crit_chain,"clkdlybuf4s50_1, and2_4, buf_4, a22oi_1, a31oi_1, nand3_1",
routing,wl_per_cell,29.7,um
final_layout,areaGrowthSynthToFinish,11.9,%
setup_path,timing.rr.start,memory[6][2]$_DFFE_PP_,
synthesis,yosys.area.top_type,edfxtp_1,
sta,relSlewSlack,0.449,
synthesis,syn_inst,1728,
floorplanning,fp_util,0.507,
power,p_int,0.00753,W
final_layout,drive_above_1_share,0.109,
synthesis,synth_flops,544,
setup_path,end_kind,register,
worst_hold_path,min_to,data_0_out[0]$_DFF_P_,
synthesis,synthesis.area,25400,um2
cts,path_clk_slew,70,ps
grt,grt_pass1_wl,108000,um
setup_path,worst_setup_path_start_kind,input port,
setup_path,crit_path_top_delay_cell,and2_4,
sta,rsz0062_at_grt,no,
floorplanning,core,50200,um2
routing,drc,0,
grt,overflow,0,
sta,slew_violations,0,
sta,final_hold_viol_count,0,
cts,cts_tree,yes,
setup_path,cp_top_family,buffers and inverters,
power,cellPowerDensity,347,nW/um2
worst_hold_path,hold_class,reg -> reg,
power,pwr-share-seq,0.508,
floorplanning,io_pins,66,
synthesis,ys_cells,1728,
routing,vias_per_cell,6.29,
worst_hold_path,hold_depth,4,
floorplanning,die_x,228,um
floorplanning,chipHeight,228,um
synthesis,ys_chip_area,25400,um2
setup_path,critical_path_buf_inv_count,2,
job,max_cap_viol_count,0,
-- cell usage in the layout (no fill, tap or decap), drive strengths merged --
master and count:
dfxtp 32, a31oi 32, nand4 32, and2 2, nand3b 5, buf 80, a22oi 128, clkdlybuf4s50 62
bufinv 2, a21oi 64, nor2b 4, clkbuf 73, clkinv 31, nand3 66, or3 1, mux2i 512
a22o 64, or2 2, or3b 3, nor2 35, nand2 65, nand2b 4, edfxtp 512, nor3 32
-- how the worst max path moves through the flow --
| stage | depth (start not counted) | from | slack, ps | end |
|---|---|---|---|---|
| after global routing | 7 | address_1_in[2] | 1550 | data_1_out[11]$_DFF_P_ |
| final | 6 | address_1_in[2] | 1710 | data_1_out[13]$_DFF_P_ |
| after CTS | 7 | address_1_in[0] | 1760 | data_1_out[12]$_DFF_P_ |
-- power groups by stage --
| stage | clock network, W | registers, W | logic, W |
|---|---|---|---|
| 4_1_cts | 0.00404 | 0.00501 | 0.000876 |
| 5_1_grt | 0.00418 | 0.00502 | 0.000941 |
| 6_report | 0.00397 | 0.00501 | 0.000887 |
-- cell families (layout without fill, tap and decap cells) --
family,count (synthesis),after routing,synth area share
flip-flops,544,544,0.630
multiplexers,512,512,0.201
AND-OR/OR-AND,288,288,0.0803
AND/OR/NAND/NOR,251,251,0.0482
buffers and inverters,133,248,0.0404
-- state kept, by name, indices dropped and copies added, names as in the netlist --
signal and count:
memory 512, data_0_out 16, data_1_out 16
-- worst register-to-register path, stage by stage, from the launching register on --
cell and delay (ps):
edfxtp_1 340, mux2i_1 80, a22o_1 250, nor3_1 670
a31oi_1 190, nand3_1 160
-- layer usage --
metal	part of all wire	GRT usage	up-vias	wire (um)
li1	-	-	7004	-
met5	0	0.0114	-	0
met3	0.14	0.173	176	10100
met4	0.038	0.102	0	2820
met2	0.45	0.465	868	33600
met1	0.38	0.453	7759	28200
-- through the flow --
stage,instances,utilization,area (um2),hold WS (ps),total power [W]
floorplan,1728,-,25400,579,0.00560
global placement,2409,0.532,26700,607,0.00598
detailed placement,2409,0.532,26700,621,0.00598
CTS,2515,0.567,28500,948,0.00993
global route,2515,0.567,28500,979,0.0101
finish,2515,0.567,28500,924,0.00987
-- layout make-up --
cell class,count,area (um2)
fillers,3809,21700
clock inverters,33,208
repair buffers,142,1350
clock buffers,73,1540
well taps,672,841
multi-input cells,1051,8510
flip-flops and latches,544,16000
-- synthesized netlist by cell type --
master,instances
clkbuf_1,19
buf_2,40
nand3b_1,5
or2_1,2
nand4_1,32
nand3_1,66
dfxtp_1,32
and2_1,2
edfxtp_1,512
nor2_4,2
or3_1,1
nor3_1,32
a21oi_1,64
nand2_1,65
a31oi_1,32
buf_12,8
nor2b_1,4
mux2i_1,512
a22o_1,64
buf_4,42
buf_6,15
buf_8,7
nor2_1,33
a22oi_1,128
or3b_2,3
nand2b_1,4
buf_1,2
Power and IR drop assume default switching activity.
