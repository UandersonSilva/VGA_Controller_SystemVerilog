## /design/flow/run.sh

```bash
#!/bin/bash
# OpenROAD 26Q1-2900-gdf79404cd8, Yosys 0.63+post, stock flow scripts
make -C /OpenROAD-flow-scripts/flow DESIGN_CONFIG=/design/flow/config.mk WORK_HOME=/design/flow/orfs finish
```

## /design/flow/config.mk

```make
export PLATFORM = sky130hd
export DESIGN_NAME = figure_generator
export DESIGN_NICKNAME = figure_generator
export VERILOG_FILES = /design/flow/design.v
export SDC_FILE = /design/flow/constraint.sdc
export NUM_CORES = 4
export LEC_CHECK = 1
export CORE_AREA = 10 10 80 80
export DIE_AREA = 0 0 90 90
```

## /design/flow/design.v

```verilog
module figure_generator(  
        input logic [9:0] pixel_x_in, pixel_y_in, 
        output logic pixel_bit_out
    );
    logic instr_mem_rectangle, data_mem_rectangle, pc_rectangle, instr_in_rectangle; 
    logic data_add_rectangle, data_in_rectangle, ir_rectangle, acc_rectangle;
    logic alu_a_rectangle, alu_b_rectangle, clock_rectangle, status_rectangle;
    assign instr_mem_rectangle = (pixel_x_in>=8 && pixel_x_in<=295) && (pixel_y_in==31 || pixel_y_in==47 || pixel_y_in==207) 
                        || (pixel_x_in == 8 || pixel_x_in == 152 || pixel_x_in == 295) && (pixel_y_in > 31 && pixel_y_in < 207); 
    assign data_mem_rectangle = (pixel_x_in>=8 && pixel_x_in<=295) && (pixel_y_in==287 || pixel_y_in==303 || pixel_y_in==463) 
                        || (pixel_x_in == 8 || pixel_x_in == 152 || pixel_x_in == 295) && (pixel_y_in > 287 && pixel_y_in < 463); 
    assign pc_rectangle = (pixel_x_in>=355 && pixel_x_in <= 485) && (pixel_y_in==63 || pixel_y_in==81) 
                        || (pixel_x_in==355 || pixel_x_in == 485) && (pixel_y_in > 63 && pixel_y_in < 81); 
    assign instr_in_rectangle = (pixel_x_in>=501 && pixel_x_in <= 631) && (pixel_y_in==63 || pixel_y_in==81) 
                        || (pixel_x_in==501 || pixel_x_in == 631) && (pixel_y_in > 63 && pixel_y_in < 81); 
    assign data_add_rectangle = (pixel_x_in>=355 && pixel_x_in <= 485) && (pixel_y_in==113 || pixel_y_in==131) 
                        || (pixel_x_in==355 || pixel_x_in == 485) && (pixel_y_in > 113 && pixel_y_in < 131); 
    assign data_in_rectangle = (pixel_x_in>=501 && pixel_x_in <= 631) && (pixel_y_in==113 || pixel_y_in==131) 
                        || (pixel_x_in==501 || pixel_x_in == 631) && (pixel_y_in > 113 && pixel_y_in < 131); 
    assign ir_rectangle = (pixel_x_in>=355 && pixel_x_in <= 485) && (pixel_y_in==163 || pixel_y_in==181) 
                        || (pixel_x_in==355 || pixel_x_in == 485) && (pixel_y_in > 163 && pixel_y_in < 181); 
    assign acc_rectangle = (pixel_x_in>=501 && pixel_x_in <= 631) && (pixel_y_in==163 || pixel_y_in==181) 
                        || (pixel_x_in==501 || pixel_x_in == 631) && (pixel_y_in > 163 && pixel_y_in < 181); 
    assign alu_a_rectangle = (pixel_x_in>=355 && pixel_x_in <= 485) && (pixel_y_in==213 || pixel_y_in==231) 
                        || (pixel_x_in==355 || pixel_x_in == 485) && (pixel_y_in > 213 && pixel_y_in < 231); 
    assign alu_b_rectangle = (pixel_x_in>=501 && pixel_x_in <= 631) && (pixel_y_in==213 || pixel_y_in==231) 
                        || (pixel_x_in==501 || pixel_x_in == 631) && (pixel_y_in > 213 && pixel_y_in < 231); 
    assign clock_rectangle = (pixel_x_in>=418 && pixel_x_in <= 428) && (pixel_y_in==311 || pixel_y_in==329) 
                        || (pixel_x_in==418 || pixel_x_in == 428) && (pixel_y_in > 311 && pixel_y_in < 329); 
    assign status_rectangle = (pixel_x_in>=556 && pixel_x_in <= 576) && (pixel_y_in==311 || pixel_y_in==329) 
                        || (pixel_x_in==556 || pixel_x_in==566 || pixel_x_in == 576) && (pixel_y_in > 311 && pixel_y_in < 329); 
    assign pixel_bit_out = instr_mem_rectangle | data_mem_rectangle | pc_rectangle | instr_in_rectangle 
                        | data_add_rectangle | data_in_rectangle | ir_rectangle | acc_rectangle
                        | alu_a_rectangle | alu_b_rectangle | clock_rectangle | status_rectangle;
endmodule
```

## /design/flow/constraint.sdc

```tcl
current_design figure_generator

set clk_period 2.5
set clk_io_pct 0.2

create_clock -name clk0 -period $clk_period

set non_clock_inputs [all_inputs -no_clocks]
set_input_delay [expr $clk_period * $clk_io_pct] -clock clk0 $non_clock_inputs
set_output_delay [expr $clk_period * $clk_io_pct] -clock clk0 [all_outputs]
```

==> flow_summary.json <==
{
  "viasPerCell": 4.786,
  "top_cell_area_share_pct": 7.635,
  "firstDrtPassIters": 4,
  "fin_crit_ps": 2571,
  "finalWorstSetupSlack_ps": -70.59,
  "dieArea_um2": 8100,
  "syn_inst": 139,
  "num_io_pins": 21,
  "fmax_ghz": 0.3890,
  "min_period_over_period_pct": 102.8,
  "hold_buffers": 0,
  "ir_drop_mv": 0.07154,
  "crit_start": "pixel_x_in[7]",
  "grt_util_met3_pct": 0.4191,
  "ys_top_cells_by_area": "nand2_1 7.6%, nor2_1 6.7%, a31oi_1 5.2%",
  "whs_ps": 1692,
  "grt-ovfl-total": 0,
  "cp-endpoint": "pixel_bit_out",
  "antenna_left": 0,
  "critical_path_class": "input pin to primary output",
  "p_per_area_nw_per_um2": 129.5,
  "antenna_found_initial": 0,
  "yosysWarnings": 0,
  "preCtsSetupSlack_ps": -861.6,
  "cp-end-kind": "primary output",
  "ys_seq_share_pct": 0,
  "final_cell_mix": "47 x buf_4, 17 x nand2_1, 13 x nor2_1",
  "grtUsageMet2_pct": 10.65,
  "seq_area_um2": 0,
  "die_h_um": 90,
  "tool_warnings": 34,
  "tightest_slew_ps": 278.8,
  "clock_buffers": 0,
  "place_congestion": 0.8922,
  "fp_util_pct": 17.70,
  "initialDrtViolationCount": 90,
  "final_layout_size_suffix_gt1_share_pct": 43.59,
  "fin_area_um2": 1501,
  "p_leak_nw": 0.5808,
  "synthesis.area_um2": 835.8,
  "ys_cells": 139,
  "synthToLayoutAreaGrowth_pct": 79.64,
  "cp_max_fo": 3,
  "busiest_layer": "met1",
  "largest_area_cell": "nand2_1",
  "grt_pass1_vias": 1080,
  "dp_hpwl_um": 2491,
  "rsz0062_at_grt": "yes",
  "slew_violations": 0,
  "vias": 1254,
  "worstPathRequired_ps": 2000,
  "chipWidth_um": 90,
  "fill_cells": 492,
  "design.seq.count": 0,
  "max_cap_violations": 0,
  "maxSlewHeadroom_pct": 81.15,
  "coreArea_um2": 4723,
  "cp_data_arrival_time_ps": 2070,
  "route.detailed.drc": 0,
  "status": "complete, but fails checks",
  "lay_top_count": "buf_4",
  "violations": "setup timing",
  "report.final.hold_viol_count": 0,
  "p_total_uw": 194.4,
  "hp-start": "pixel_x_in[3]",
  "io_buffers": 21,
  "wirelength_um": 3067,
  "syn_avg_cell_area_um2": 6.013,
  "worst_hold_path_type": "input pin to primary output",
  "grt_util_met1_pct": 10.74,
  "grt_use_total_pct": 6.885,
  "antennaDiodeCount": 0,
  "core.rowCount": 25,
  "ys_types": 46,
  "grt_max_degree": 15,
  "post_dp_cell_area_um2": 1423,
  "post_drt_wl_per_cell_um": 11.71,
  "ys_area_um2": 835.8,
  "grt_pass1_wl_um": 5023,
  "worst_setup_path_start_kind": "input pin",
  "final-setup-viol-count": 1
}
power breakdown:
group / total, mW / internal (mW) / switching (mW)
registers: 0 / 0 / 0
clock network: 0 / 0 / 0
logic: 0.194 / 0.104 / 0.0905
total: 0.194 / 0.104 / 0.0905
worst max-delay path: stages:
cell and delay [ps]:
buf_8 90, or3b_4 410, or4b_4 500, a311oi_2 280
a41oi_1 80, nand4_1 120, buf_2 100
synthesized netlist by cell type, types with 2 or more instances:
| cell type | n |
|---|---|
| nand2b_1 | 4 |
| nor4_1 | 7 |
| inv_1 | 3 |
| a2bb2oi_1 | 3 |
| nor2b_1 | 3 |
| clkbuf_1 | 9 |
| a31oi_1 | 7 |
| o21ai_0 | 3 |
| o21a_1 | 2 |
| and2_1 | 2 |
| nor4b_1 | 2 |
| buf_2 | 3 |
| nand2_1 | 17 |
| a21oi_1 | 7 |
| o32a_1 | 2 |
| or3_1 | 2 |
| o31ai_1 | 3 |
| or4_1 | 2 |
| o22ai_1 | 3 |
| nand4_1 | 7 |
| nand3b_1 | 2 |
| nand3_1 | 4 |
| nor2_1 | 15 |
| nor3_1 | 5 |
how the worst min path moves through the flow:
stage | end | slack, ps | depth (start not counted)
after CTS | pixel_bit_out | 1710 | 6
after global routing | pixel_bit_out | 1760 | 6
final | pixel_bit_out | 1690 | 6
kinds of logic after synthesis:
kind of cell | share of synthesized area [%]
and+or+nand+nor | 57.33
AOI/OAI and AO/OA | 32.19
buffers and inverters | 9.430
xor gates and xnor gates | 1.048
layer usage:
metal  vias to the layer above  part of all wire [%]  routed length, µm
met5                         -                     0                  0
met4                         0                     0                  0
met3                         0                   3.4                103
met2                        36                    43               1323
met1                       563                    54               1641
li1                        655                     -                  -
area by class of cell:
cell class / instances / area, µm² / area share (%)
inverters: 3 / 11.26 / 0.7500
multi-input cells: 122 / 853.3 / 56.83
well taps: 67 / 83.83 / 5.583
repair buffers: 70 / 553.0 / 36.83
what timing repair did:
item | in CTS | in global routing
gates resized | 88 | 2
pin swaps | 16 | 4
hold endpoints to repair | 0 | 0
buffers inserted | 0 | 1
endpoints found under the setup margin | 1 | 1
per-stage QoR:
stage	setup TNS, ps	std cells	utilization, %
final	-70.59	262	31.79
after global routing	-150.1	262	31.79
after CTS	-68.61	261	31.42
after detailed placement	-861.6	261	30.12
after global placement	-881.2	261	30.12
after floorplan	0	139	-
Power figures rest on the tool's default switching activity, not on a simulated workload.
